--- run.sh ---
#!/bin/bash
# OpenROAD 26Q1-2900-gdf79404cd8, Yosys 0.63+post, stock flow scripts
make -C /OpenROAD-flow-scripts/flow DESIGN_CONFIG=/design/flow/config.mk WORK_HOME=/design/flow/orfs finish
--- config.mk ---
export PLATFORM = sky130hd
export DESIGN_NAME = compare_and_sort
export DESIGN_NICKNAME = compare_and_sort
export VERILOG_FILES = /design/flow/design.v
export SDC_FILE = /design/flow/constraint.sdc
export NUM_CORES = 4
export LEC_CHECK = 1
export CORE_AREA = 10 10 102 102
export DIE_AREA = 0 0 112 112
--- constraint.sdc ---
current_design compare_and_sort

set clk_period 11.6
set clk_io_pct 0.2

create_clock -name clk0 -period $clk_period

set non_clock_inputs [all_inputs -no_clocks]
set_input_delay [expr $clk_period * $clk_io_pct] -clock clk0 $non_clock_inputs
set_output_delay [expr $clk_period * $clk_io_pct] -clock clk0 [all_outputs]
--- design.v ---
module compare_and_sort(outHigh, outLow, in1, in0);
  parameter WID = 32;
  input [WID - 1:0] in1, in0;
  output[WID - 1:0] outHigh, outLow;
  wire greater10;
  assign greater10 = in1 > in0;
  assign outHigh = (greater10) ? (in1) : (in0);
  assign outLow = (greater10) ? (in0) : (in1);
endmodule
==> metrics.txt <==
# HELP chip_impl_metric Flow report values
# TYPE chip_impl_metric gauge
chip_impl_info{name="status",value="completed"} 1
chip_impl_metric{name="floorplan.initialDensity",unit="%"} 20.0
chip_impl_metric{name="synthDistinctLibCells",unit=""} 23
chip_impl_metric{name="count_of_warning_messages_emitted_by_the_tools",unit=""} 32
chip_impl_metric{name="fp-row-count",unit=""} 33
chip_impl_info{name="critical_path.endpoint_type",value="output port"} 1
chip_impl_metric{name="ys_seq_share",unit="%"} 0
chip_impl_info{name="start_kind",value="primary input"} 1
chip_impl_metric{name="max-slew-margin-rel",unit="%"} 58.6
chip_impl_metric{name="pwr_density_cell",unit="nW/µm²"} 48.4
chip_impl_metric{name="num_io_pins",unit=""} 128
chip_impl_metric{name="timing.fmax",unit="GHz"} 0.119
chip_impl_metric{name="postCtsSetupRepairBufs",unit=""} 0
chip_impl_metric{name="static-leakage-power",unit="µW"} 0.00133
chip_impl_metric{name="initialDrtViolationCount",unit=""} 33
chip_impl_metric{name="ir_drop",unit="µV"} 26.3
chip_impl_metric{name="timing.critical_path.fanout_max",unit=""} 45
chip_impl_metric{name="grt_usage",unit="%"} 8.61
chip_impl_info{name="yosysTopAreaCell",value="sky130_fd_sc_hd__mux2_2"} 1
chip_impl_metric{name="grt_max_degree",unit=""} 46
chip_impl_metric{name="floorplan.die_area",unit="µm²"} 12500
chip_impl_metric{name="timing.hold.ws",unit="ns"} 5.72
chip_impl_metric{name="final.setup.tns",unit="ns"} 0
chip_impl_metric{name="maxSlewViolCount",unit=""} 0
chip_impl_metric{name="final_layout_size_suffix_gt1_share",unit="%"} 20.6
chip_impl_metric{name="hold_violations",unit=""} 0
chip_impl_metric{name="post_cts_hold_buffer_count",unit=""} 0
chip_impl_metric{name="placedCellCount",unit=""} 411
chip_impl_info{name="setup.worst_path.class",value="in2out"} 1
chip_impl_metric{name="cts_repair_resize_count",unit=""} 0
chip_impl_metric{name="tightestPinTransition",unit="ns"} 0.621
chip_impl_metric{name="finalSetupViolations",unit=""} 0
chip_impl_metric{name="final.clkbuf_count",unit=""} 0
chip_impl_metric{name="pwr-share-comb",unit="%"} 100.0
chip_impl_metric{name="wl_per_cell",unit="µm"} 14.1
chip_impl_metric{name="synth_cells",unit=""} 183
chip_impl_metric{name="routed-via-count",unit=""} 1742
chip_impl_metric{name="arrival",unit="ns"} 6.05
chip_impl_metric{name="port_buffers",unit=""} 128
chip_impl_metric{name="synth_chip_area",unit="µm²"} 1650
chip_impl_metric{name="wire_length_of_the_first_global_routing_pass",unit="mm"} 9.28
chip_impl_metric{name="sequential_cell_area",unit="µm²"} 0
chip_impl_info{name="synth.area.top_cells",value="sky130_fd_sc_hd__mux2_2, sky130_fd_sc_hd__ha_1, sky130_fd_sc_hd__mux2_4"} 1
chip_impl_metric{name="dieHeight",unit="µm"} 112
chip_impl_metric{name="yosys.area.top_type_share",unit="%"} 33.5
chip_impl_metric{name="clock_power_share",unit="%"} 0
chip_impl_metric{name="max-cap-violations",unit=""} 0
chip_impl_metric{name="via_count_of_the_first_global_routing_pass",unit=""} 1833
chip_impl_metric{name="globalplace.congestion",unit=""} 0.776
chip_impl_metric{name="internal-power",unit="µW"} 101
chip_impl_metric{name="floorplan.die.width",unit="µm"} 112
chip_impl_metric{name="drt.antenna.violating_nets",unit=""} 0
chip_impl_metric{name="switchingPower",unit="µW"} 43.9
chip_impl_metric{name="yosys_cells",unit=""} 183
chip_impl_metric{name="warning_count_from_the_yosys_run",unit=""} 0
chip_impl_metric{name="timing.final.crit_period",unit="ns"} 8.37
chip_impl_metric{name="floorplan_core_area",unit="µm²"} 8220
chip_impl_metric{name="synth_area",unit="µm²"} 1650
chip_impl_info{name="grt_setup_unrepaired",value="no"} 1
chip_impl_info{name="holdCritPathClass",value="in2out"} 1
chip_impl_metric{name="drt_pre_antenna_iters",unit=""} 4
chip_impl_metric{name="globalRoute.totalOverflow",unit=""} 0
chip_impl_metric{name="area_delta_synth_final",unit="%"} 82.1
chip_impl_metric{name="post-route-period-util",unit="%"} 72.1
chip_impl_metric{name="sequential_cell_total",unit=""} 0
chip_impl_metric{name="avgViaCountPerCell",unit=""} 4.24
chip_impl_metric{name="pwr-share-seq",unit="%"} 0
chip_impl_metric{name="grt_antenna_before_repair",unit=""} 0
chip_impl_metric{name="cp_data_required_time",unit="ns"} 9.28
chip_impl_metric{name="finalWirelength",unit="mm"} 5.79
chip_impl_metric{name="route.detailed.drc",unit=""} 0
chip_impl_metric{name="switching_share",unit="%"} 30.3
chip_impl_metric{name="dp.final_hpwl",unit="mm"} 5.13
chip_impl_metric{name="n_antenna_cell",unit=""} 0
chip_impl_metric{name="post_layout_nonfiller_instances",unit=""} 411
chip_impl_metric{name="syn_area_cell",unit="µm²"} 9.00
-- power groups by stage --
stage	clock, µW	combinational, µW	sequential (µW)
after CTS	0	149	0
after global routing	0	160	0
final	0	145	0
-- placed cells by master (no fill, tap or decap) --
cell type	n
sky130_fd_sc_hd__or4_4	1
sky130_fd_sc_hd__inv_1	32
sky130_fd_sc_hd__nand4_1	7
sky130_fd_sc_hd__a21boi_0	2
sky130_fd_sc_hd__buf_4	1
sky130_fd_sc_hd__o211ai_1	1
sky130_fd_sc_hd__clkdlybuf4s50_1	128
sky130_fd_sc_hd__a22oi_4	1
sky130_fd_sc_hd__ha_1	32
sky130_fd_sc_hd__o221a_2	1
sky130_fd_sc_hd__nor3_1	2
sky130_fd_sc_hd__o21a_1	1
sky130_fd_sc_hd__nand2_1	5
sky130_fd_sc_hd__a211oi_1	1
sky130_fd_sc_hd__o21ai_0	4
sky130_fd_sc_hd__nor4_1	1
sky130_fd_sc_hd__mux2_2	49
sky130_fd_sc_hd__nand3_1	3
sky130_fd_sc_hd__a21oi_1	15
sky130_fd_sc_hd__mux2_4	10
sky130_fd_sc_hd__a21o_1	2
sky130_fd_sc_hd__nor2b_1	1
sky130_fd_sc_hd__and4_1	1
sky130_fd_sc_hd__mux2_1	5
-- final cells by class --
class              count  area, µm²
fillers              831       5220
inverters             32        120
multi-input cells    145       1460
well taps            105        131
repair buffers       129       1290
-- metrics by stage --
stage	worst slack (ns)	util (%)	area (µm²)	power, µW
2_1_floorplan	5.04	-	1650	63.2
3_3_place_gp	3.13	36.5	3000	147
3_5_place_dp	3.11	36.5	3000	147
4_1_cts	3.09	36.5	3000	149
5_1_grt	2.92	36.5	3000	160
6_report	3.23	36.5	3000	145
-- layer usage --
metal	GRT usage, %	routed length [µm]	vias to the layer above
met5	0	0	-
met4	0	0	0
met3	3.15	561	0
li1	-	-	920
met1	11.5	2760	745
met2	13.8	2470	77
-- worst max-delay path, stage by stage --
cell	delay (ns)
sky130_fd_sc_hd__clkdlybuf4s50_1	0.50
sky130_fd_sc_hd__inv_1	0.05
sky130_fd_sc_hd__ha_1	0.31
sky130_fd_sc_hd__nand4_1	0.16
sky130_fd_sc_hd__nor4_1	0.45
sky130_fd_sc_hd__nand3_1	0.19
sky130_fd_sc_hd__a22oi_4	0.59
sky130_fd_sc_hd__buf_4	0.62
sky130_fd_sc_hd__mux2_2	0.40
sky130_fd_sc_hd__clkdlybuf4s50_1	0.45
-- cell usage after synthesis --
library cell	number
sky130_fd_sc_hd__a21o_1	2
sky130_fd_sc_hd__o221a_2	1
sky130_fd_sc_hd__o21ai_0	4
sky130_fd_sc_hd__a211oi_1	1
sky130_fd_sc_hd__nor3_1	2
sky130_fd_sc_hd__mux2_4	10
sky130_fd_sc_hd__and4_1	1
sky130_fd_sc_hd__nor4_1	1
sky130_fd_sc_hd__nor2b_1	1
sky130_fd_sc_hd__a22oi_4	1
sky130_fd_sc_hd__nand4_1	7
sky130_fd_sc_hd__or4_4	1
sky130_fd_sc_hd__o21a_1	1
sky130_fd_sc_hd__nand3_1	3
sky130_fd_sc_hd__inv_1	32
sky130_fd_sc_hd__ha_1	32
sky130_fd_sc_hd__o211ai_1	1
sky130_fd_sc_hd__mux2_1	5
sky130_fd_sc_hd__a21oi_1	15
sky130_fd_sc_hd__buf_6	6
sky130_fd_sc_hd__a21boi_0	2
sky130_fd_sc_hd__nand2_1	5
sky130_fd_sc_hd__mux2_2	49
-- cell families after synthesis --
logic type | count (synthesis) | synth area share [%]
compound gates | 28 | 10.9
simple gates | 21 | 7.30
mux | 64 | 46.0
buf+inv | 38 | 11.4
fa+ha+maj | 32 | 24.3
-- worst paths after layout --
kind | cells after the start | slack, ns | endpoint | start
worst max-delay path | 10 | 3.23 | outHigh[17] | in0[31]
worst min-delay path | 3 | 5.72 | outHigh[21] | in0[21]
Power figures rest on the tool's default switching activity, not on a simulated workload.
